$ cat config.mk
export PLATFORM = sky130hd
export DESIGN_NAME = DataConverter
export DESIGN_NICKNAME = DataConverter
export VERILOG_FILES = /design/flow/design.v
export SDC_FILE = /design/flow/constraint.sdc
export NUM_CORES = 4
export LEC_CHECK = 1
export CORE_AREA = 10 10 70 70
export DIE_AREA = 0 0 80 80
$ cat run.sh
#!/bin/bash
# OpenROAD 26Q1-2900-gdf79404cd8, Yosys 0.63+post, stock flow scripts
make -C /OpenROAD-flow-scripts/flow DESIGN_CONFIG=/design/flow/config.mk WORK_HOME=/design/flow/orfs finish
$ cat design.v
module DataConverter (
  input  CLK_30MHZ,
  input  CLK_48MHZ,
  input  RST,
  input  DIN,
  input  MODE,
  output  [7:0] DOUT_A,
  output  [7:0] DOUT_B,
  output  [7:0] DOUT_C,
  output  CLK_OUT,
  output  VALID
);
  parameter FRAME_START = 10'b1111111111;   
  parameter SYS_CLK_FREQ = 48_000_000;   
  parameter OUT_CLK_FREQ = 30_000_000;   
  reg [9:0] frame_sync;   
  reg [9:0] data_buffer[0:89];   
  reg [9:0] byte_counter;   
  reg [9:0] valid_counter;   
  reg counter;
  reg [15:0] clk_counter;
  reg clk_out;
  reg [9:0] shift_reg;   
  reg [15:0] compare_value;
  reg [7:0] dout_a_reg;
  reg [7:0] dout_b_reg;
  reg [7:0] dout_c_reg;
  reg clk_out_reg;
  reg valid_reg;
  reg i;
  integer k;
  reg j;
  always @(posedge CLK_30MHZ or negedge RST)
 begin
    if (!RST) 
begin
      frame_sync <= 0;   
    for ( k = 0; k <= 89; k = k + 1) 
    begin  
    	data_buffer[k] = 0;
    end 
      byte_counter <= 0;   
      valid_counter <= 0;   
      dout_a_reg <= 0;   
      dout_b_reg <= 0;   
      dout_c_reg <= 0;   
      clk_out_reg <= 0;   
      valid_reg <= 0;   
      counter <= 0;
      shift_reg <= 8'b0;   
      i<=0;
      j<=0;
end else
	begin
		if (frame_sync == FRAME_START) 
		begin
			j<=j+1;
		end else
		begin
			if(DIN == 1)
			frame_sync <= {frame_sync[9:1], DIN};
			else 
			frame_sync <= {1'b0, frame_sync[9:1]};
		end
                     if (frame_sync == FRAME_START) 
                     begin
			if(i<90)
			begin
				if (counter < 10) 
    				begin
        					shift_reg <= {shift_reg[8:0], DIN};   
        					counter <= counter + 1;   
     	 			end
 				if (counter == 10) 
				begin
        					data_buffer[i] <= shift_reg;   
        					counter <= 0;   
       					byte_counter <= byte_counter + 1;   
                               				if (data_buffer[i][9:2]  != 8'b 00000000) 
				               		begin
							if(valid_counter <721)
							begin
                               	valid_counter <= valid_counter + 1;   
							end
							else 
							begin
								valid_counter <= 0;
							end
        				       		end
					i<=i+1;
     			end
			end else
				begin
					i<=0;
				end
       		 case (MODE)
          		0: begin
            				if (valid_counter % 2 == 1)
              				dout_a_reg <= data_buffer[i][9:2];
            				else
              				dout_b_reg <= data_buffer[i][9:2];
            				dout_c_reg <= 0;
             		    end
          		1: begin
			            	if (valid_counter % 2 == 1)
              				dout_a_reg <= data_buffer[89-i][9:2];
            				else
              				dout_b_reg <= data_buffer[89-i][9:2];
            				dout_c_reg <= 0;	
          		    end
          		2: begin
               				if (valid_counter % 3 == 1)
             				dout_a_reg <= data_buffer[i][9:2];
            				else if(valid_counter % 3 == 2)
             		 		dout_b_reg <= data_buffer[i][9:2];
				else if(valid_counter % 3 == 0)
            				dout_c_reg <= data_buffer[i][9:2] ;
                                    end
          		3: begin
               				if (valid_counter % 3 == 1)
             				dout_a_reg <= data_buffer[89-i][9:2];
            				else if(valid_counter % 3 == 2)
             		 		dout_b_reg <= data_buffer[89-i][9:2];
				else if(valid_counter % 3 == 0)
            				dout_c_reg <= data_buffer[89-i][9:2] ;
          		    end
          		default: begin
            				dout_a_reg <= 0;
            				dout_b_reg <= 0;
            				dout_c_reg <= 0;
                        	              end
        		endcase
                          end 
   valid_reg <= valid_counter > 0;   
  end
end
always @(posedge CLK_48MHZ or negedge RST)
begin 
	if (!RST)
	begin 
		compare_value <= 0;
		clk_counter <= 0;
		clk_out <= 0;
	end else 
		begin
			compare_value = SYS_CLK_FREQ / OUT_CLK_FREQ;
			clk_counter <= clk_counter + 1;
			if (clk_counter >= compare_value)
		    begin
			  clk_out <= ~clk_out;
			  clk_counter <= 0;
		    end
		end
end
  assign DOUT_A = dout_a_reg;
  assign DOUT_B = dout_b_reg;
  assign DOUT_C = dout_c_reg;
  assign CLK_OUT = clk_out;
  assign VALID = valid_reg;
endmodule
$ cat constraint.sdc
current_design DataConverter

set clk_period 2.1
set clk_io_pct 0.2

create_clock -name clk0 -period $clk_period [get_ports {CLK_30MHZ}]
create_clock -name clk1 -period $clk_period [get_ports {CLK_48MHZ}]

set non_clock_inputs [all_inputs -no_clocks]
set_input_delay [expr $clk_period * $clk_io_pct] -clock clk0 $non_clock_inputs
set_output_delay [expr $clk_period * $clk_io_pct] -clock clk0 [all_outputs]
==> reports/results.tsv <==
stage	metric	value	unit
status	status	finished clean	
worst_setup_path	CP Capture Type	output port	
worst_setup_path	CP required	1.68	ns
cts	Clock Root Buffer	clkbuf_4	
logic_synthesis	register area share after synthesis	55.4	%
worst_setup_path	sum of buffers and inverters on the critical path	1	
logic_synthesis	top_reg_cell synth	dfrtp_1	
floorplan	Die ar.	0.00640	mm²
worst_setup_path	Critical-path top delay cell	clkdlybuf4s50_1	
logic_synthesis	Post-synth regs	17	
routing	Vias/cell	2.56	
global_routing	first-pass GRT wire length	1.45	mm
worst_setup_path	Crit Path Max Fanout	2	
global_routing	M1 GR Usage	2.92	%
routing	ANT nets after route	0	
cts	CTS Buffer Depth	2	
global_routing	Total GRT Usage	2.71	%
routing	WL/cell	7.23	µm
logic_synthesis	cell count after synthesis	59	
place	number of port buffers	2	
cts	number of clock sinks	17	
floorplan	core footprint	0.00342	mm²
place	Post-DP HPWL	761	µm
global_routing	vias in the first global route	335	
place	Placed Cells	120	
logic_synthesis	top-count cell post-synth	buf_4	
power_and_ir_drop	maximum VDD drop	0.000313	V
global_routing	pin count of the biggest net entering global routing	18	
routing	DRT iter0 DRCs	10	
logic_synthesis	Top-area cell share	55.4	%
place	area of placed instances	805	µm²
routing	total vias in the final route	318	
floorplan	fp util	22.5	%
timing	Final Hold Vio Count	0	
logic_synthesis	Largest cells by area	dfrtp_1, buf_4, ha_1, nor4_2, nor4b_4	
logic_synthesis	Commonest cells post-synth	buf_4, dfrtp_1	
floorplan	Die Width	80	µm
cts	H-tree levels	1	
worst_setup_path	critical path class	reg2out	
timing	TNS Setup	0	ns
hold_path	Min-Delay Path Class	in2async	
routing	DR pass1 iterations	2	
cts	CTS buffer count	3	
final_layout	Finished Layout Cells	124	
logic_synthesis	yosys stat area	768	µm²
floorplan	die height	80	µm
logic_synthesis	Post-synth EDFFs	0	
cts	hold_buf cts	0	
final_layout	final core utilization	24.4	%
worst_setup_path	Worst Path Arrival	1.12	ns
logic_synthesis	Synth Area per Inst	13.0	µm²
cts	CTS tree	done	
floorplan	Core Rows	21	
timing	Clock Skews	0.00356	ns
logic_synthesis	fraction of registers with async set or reset after synthesis	100	%
final_layout	number of flip-flops in the largest register	16	
global_routing	met3 Use GR	0.909	%
worst_setup_path	worst-path cell chain	clkdlybuf4s50_1	
run	Max Cap Viol	0	
global_routing	initial antenna violation count	0	
cts	post-cts resize count	0	
global_routing	total grt overflow	0	
timing	RSZ-0062 raised after global routing	no	
power_and_ir_drop	PD cells	633	mW/mm²
cts	Setup Buffers After CTS	0	
timing	setup violators final	0	
global_routing	GR Util met2	4.90	%
run	count of tool warnings	31	
logic_synthesis	post-synth cell types	11	
timing	max-slew violations	0	
power_and_ir_drop	P_leak	0.422	nW
logic_synthesis	cell type with the largest total area	dfrtp_1	
routing	ant diodes	0	
final_layout	Finished Cell Area	832	µm²
global_routing	gr busiest metal	met2	
cts	clock slew at reported path FFs	0.09	ns
worst_setup_path	Crit path largest cell delay	0.47	ns
routing	final WL	896	µm
routing	DRC	0	
worst_setup_path	CP Launch Type	flop	
logic_synthesis	Synth warnings	2	
floorplan	I/O pins	31	
logic_synthesis	ys cells	59	
logic_synthesis	Syn Std Cell Area	768	µm²
place	Placer Congestion	0.664	
final_layout	Area Overhead vs Synth	8.31	%
worst_setup_path	critical path's top delay family	buffers and inverters	
final_layout	layout cell share with drive strength beyond 1	12.8	%
-- through the flow --
step / setup slack, ns / power [mW] / hold WS [ns]
after floorplan: 0.789 / 0.391 / 0.124
after global placement: 0.704 / 0.374 / 0.461
after detailed placement: 0.697 / 0.374 / 0.464
after CTS: 0.529 / 0.538 / 0.449
after global routing: 0.504 / 0.552 / 0.447
final: 0.564 / 0.527 / 0.455
-- final timing paths --
path / start / endpoint / slack [ns] / cells after the start
max in group asynchronous: RST / clk_counter[2] / 1.47 / 2
min in group clk0: clk_out / CLK_OUT / 1.51 / 1
min in group clk1: clk_out / clk_out / 0.47 / 1
setup / recovery: clk_out / CLK_OUT / 0.56 / 1
setup reg to reg: clk_counter[0] / clk_out / 0.70 / 4
hold reg to reg: clk_out / clk_out / 0.47 / 1
hold / removal: RST / clk_counter[5] / 0.46 / 2
max in group clk1: clk_counter[0] / clk_out / 0.70 / 4
-- area by class of cell --
cell class / count / area [µm²]
clock buffer: 3 / 22.5
timing repair buffer: 3 / 27.5
multi-input combinational: 51 / 283
fill: 378 / 2580
tap: 46 / 57.6
sequential: 17 / 425
clock inverter: 1 / 5.00
inverter: 3 / 11.3
-- power by group --
group          switching (mW)  internal, mW  total, mW
Combinational          0.0124       0.00637     0.0188
Clock                  0.0913        0.0706      0.162
Sequential            0.00612         0.340      0.346
-- kinds of logic (layout without fill, tap and decap cells) --
| family | after synthesis | in the layout | synth area share, % |
|---|---|---|---|
| XOR/XNOR | 2 | 2 | 2.28 |
| adder cells (fa/ha/maj) | 3 | 3 | 4.89 |
| buffers and inverters | 28 | 10 | 25.9 |
| flip-flops | 17 | 17 | 55.4 |
| other | 1 | 38 | 0.488 |
| AND/OR/NAND/NOR | 8 | 8 | 11.1 |
-- metal layers --
metal,up-vias,share of wire [%]
met5,-,0
met4,0,0
met3,0,3.0
met2,9,56
met1,148,41
li1,161,-
-- layout by cell type, fill, tap and decap left out --
cell type	synthesis	layout
conb_1	1	38
dfrtp_1	17	17
inv_1	3	3
nor4_2	3	3
nor2_1	3	3
ha_1	3	3
clkbuf_4	0	3
clkdlybuf4s50_1	0	2
nor4b_4	1	1
nand4_2	1	1
xnor2_1	1	1
xor2_1	1	1
clkinv_2	0	1
buf_4	25	1
Power and IR drop assume default switching activity.
